### /design/flow/design.v
module TicTacToe(
    input clk,
    input reset,  
    input player1,  
    input player2,  
    input [8:0] player1_posiciones, 
    input [8:0] player2_posiciones,
    output [1:0] pos1,
    output [1:0] pos2,
    output [1:0] pos3,
    output [1:0] pos4,
    output [1:0] pos5,
    output [1:0] pos6,
    output [1:0] pos7,
    output [1:0] pos8,
    output [1:0] pos9,
    output [1:0] winner_player,
    output wire draw
);
    wire [8:0] player1_posicionesp;
    wire [8:0] player2_posicionesp;
    wire illegal_move;
    wire winner;
    wire player1_turn;
    wire player2_turn;
    wire sin_espacio;
    Registro_Posiciones registro_pos(
        clk,
        reset,
        illegal_move,
        player1_posicionesp,
        player2_posicionesp,
        pos1,
        pos2,
        pos3,
        pos4,
        pos5,
        pos6,
        pos7,
        pos8,
        pos9
    );
    Ganador ganador(
        pos1, pos2,pos3,pos4,pos5,pos6,pos7,pos8,pos9, winner, winner_player
    );
    Posiciones p1_decodificar (player1_posiciones, player1_turn, player1_posicionesp );
    Posiciones p2_decodificador (player2_posiciones, player2_turn, player2_posicionesp);
    Movimiento_ilegal mov_ilegal (pos1, pos2, pos3, pos4, pos5, pos6, pos7, pos8, pos9, 
                                    player1_posicionesp, player2_posicionesp, illegal_move);
    Detector_de_espacio de (pos1,pos2,pos3,pos4,pos5,pos6,pos7,pos8,pos9,sin_espacio,draw);
    fsm_controller maquina_estado( 
        reset,
        clk,
        player1,
        player2,
        illegal_move,
        sin_espacio,
        winner,
        player1_turn,
        player2_turn
    );
endmodule  
module fsm_controller(
    input reset,
    input clk,
    player1, 
    player2,
    illegal_move,
    no_space, 
    winner, 
    output reg player1_turn,
    player2_turn 
);
    parameter IDLE=2'b00;
    parameter PLAYER1=2'b01;
    parameter PLAYER2=2'b10;
    parameter GAME_DONE=2'b11;
    reg[1:0] curr_state, next_state;
    always @(posedge clk or posedge reset) 
    begin 
        if(reset)
        curr_state <= IDLE;
        else 
        curr_state <= next_state;
    end 
    always @(*)
    begin
        case(curr_state)
            IDLE: begin 
                if(reset==1'b0 && player1 == 1'b1)
                    next_state <= PLAYER1; 
                else 
                    next_state <= IDLE;
                    player1_turn <= 1'b0;
                    player2_turn <= 1'b0;
            end 
            PLAYER1:begin 
                player1_turn <= 1'b1;
                player2_turn <= 1'b0;
                if(illegal_move==1'b0)
                    next_state <= PLAYER2; 
                else 
                    next_state <= IDLE;
            end 
            PLAYER2:begin 
                player1_turn <= 1'b0;
                if(player2==1'b0) begin 
                    next_state <= PLAYER2;
                    player2_turn <= 1'b0;
                end
                else if(winner==1'b0 && no_space == 1'b0)
                begin 
                    next_state <= IDLE;
                    player2_turn <= 1'b1;
                end 
                else if(no_space == 1 || winner ==1'b1)
                begin 
                    next_state <= GAME_DONE; 
                    player2_turn <= 1'b1;
                end  
            end 
            GAME_DONE:begin  
                player1_turn <= 1'b0;
                player2_turn <= 1'b0; 
                if(reset==1'b1) 
                    next_state <= IDLE; 
                else 
                    next_state <= GAME_DONE;  
            end 
            default: next_state <= IDLE; 
        endcase
    end
endmodule 
module Registro_Posiciones (
    input clk,
    input reset,
    input illegal_move,
    input [8:0] player1_p,
    input [8:0] player2_p,
    output reg [1:0] pos1, 
    output reg [1:0] pos2, 
    output reg [1:0] pos3, 
    output reg [1:0] pos4, 
    output reg [1:0] pos5, 
    output reg [1:0] pos6, 
    output reg [1:0] pos7, 
    output reg [1:0] pos8, 
    output reg [1:0] pos9
);
always @ (posedge clk or posedge reset)
begin
    if(reset)
        pos1 <= 2'b00;
    else 
        begin
            if(illegal_move == 1'b1)
                pos1 <= pos1;  
            else if(player1_p[0] == 1'b1 ) 
                pos1 <= 2'b01;
            else if (player2_p[0] == 1'b1) 
                pos1 <= 2'b10;
            else
                pos1 <= pos1;
        end
end
always @ (posedge clk or posedge reset)
begin
    if(reset)
        pos2 <= 2'b00;
    else 
        begin
            if(illegal_move == 1'b1)
                pos2 <= pos2;  
            else if(player1_p[1] == 1'b1) 
                pos2 <= 2'b01;
            else if (player2_p[1] == 1'b1) 
                pos2 <= 2'b10;
            else
                pos2 <= pos2;
        end
end
always @ (posedge clk or posedge reset)
begin
    if(reset)
        pos3 <= 2'b00;
    else 
        begin
            if(illegal_move == 1'b1)
                pos3 <= pos3;  
            else if(player1_p[2] == 1'b1) 
                pos3 <= 2'b01;
            else if(player2_p[2] == 1'b1)  
                pos3 <= 2'b10;
            else
                pos3 <= pos3;
        end
end
always @ (posedge clk or posedge reset)
begin
    if(reset)
        pos4 <= 2'b00;
    else 
        begin
            if(illegal_move == 1'b1)
                pos4 <= pos4;  
            else if(player1_p[3] == 1'b1) 
                pos4 <= 2'b01;
            else if (player2_p[3] == 1'b1) 
                pos4 <= 2'b10;
            else
                pos4 <= pos4;
        end
end
always @ (posedge clk or posedge reset)
begin
    if(reset)
        pos5 <= 2'b00;
    else 
        begin
            if(illegal_move == 1'b1)
                pos5 <= pos5;  
            else if(player1_p[4] == 1'b1) 
                pos5 <= 2'b01;
            else if (player2_p[4] == 1'b1) 
                pos5 <= 2'b10;
            else
                pos5 <= pos5;
        end
end
always @ (posedge clk or posedge reset)
begin
    if(reset)
        pos6 <= 2'b00;
    else 
        begin
            if(illegal_move == 1'b1)
                pos6 <= pos6;  
            else if(player1_p[5] == 1'b1) 
                pos6 <= 2'b01;
            else if (player2_p[5] == 1'b1) 
                pos6 <= 2'b10;
            else
                pos6 <= pos6;
        end
end
always @ (posedge clk or posedge reset)
begin
    if(reset)
        pos7 <= 2'b00;
    else 
        begin
            if(illegal_move == 1'b1)
                pos7 <= pos7;  
            else if(player1_p[6] == 1'b1) 
                pos7 <= 2'b01;
            else if (player2_p[6] == 1'b1) 
                pos7 <= 2'b10;
            else
                pos7 <= pos7;
        end
end
always @ (posedge clk or posedge reset)
begin
    if(reset)
        pos8 <= 2'b00;
    else 
        begin
            if(illegal_move == 1'b1)
                pos8 <= pos8;  
            else if(player1_p[7] == 1'b1) 
                pos8 <= 2'b01;
            else if (player2_p[7] == 1'b1) 
                pos8 <= 2'b10;
            else
                pos8 <= pos8;
        end
end
always @ (posedge clk or posedge reset)
begin
    if(reset)
        pos9 <= 2'b00;
    else 
        begin
            if(illegal_move == 1'b1)
                pos9 <= pos9;  
            else if(player1_p[8] == 1'b1) 
                pos9 <= 2'b01;
            else if (player2_p[8] == 1'b1) 
                pos9 <= 2'b10;
            else
                pos9 <= pos9;
        end
end
endmodule  
module Posiciones(
    input[8:0] posiciones_tablero, 
    input enable, 
    output wire [8:0] out_en
);
    reg[8:0] temp1;
    assign out_en = (enable==1'b1)?temp1:9'b000000000;
    always @(*)
    begin
        case(posiciones_tablero)
            9'b000000000: temp1 <= 9'b000000000;
            9'b000000001: temp1 <= 9'b000000001; 
            9'b000000010: temp1 <= 9'b000000010;
            9'b000000100: temp1 <= 9'b000000100;
            9'b000001000: temp1 <= 9'b000001000;
            9'b000010000: temp1 <= 9'b000010000;
            9'b000100000: temp1 <= 9'b000100000;
            9'b001000000: temp1 <= 9'b001000000;
            9'b010000000: temp1 <= 9'b010000000;
            9'b100000000: temp1 <= 9'b100000000;
            default: temp1 <= 9'b000000000; 
        endcase 
    end 
endmodule 
module Ganador(
    input[1:0] pos1,
    input[1:0] pos2,
    input[1:0] pos3,
    input[1:0] pos4,
    input[1:0] pos5,
    input[1:0] pos6,
    input[1:0] pos7,
    input[1:0] pos8,
    input[1:0] pos9,
    output winner,
    output [1:0] winner_player
);
    wire win1, win2, win3, win4, win5, win6, win7, win8;
    wire [1:0] winner_player1, winner_player2, winner_player3, winner_player4,winner_player5, winner_player6,winner_player7,winner_player8;
    Ganador_AUX f1(pos1, pos2, pos3, win1, winner_player1);  
    Ganador_AUX f2(pos4, pos5, pos6, win2, winner_player2);  
    Ganador_AUX f3(pos7, pos8, pos9, win3, winner_player3);  
    Ganador_AUX f4(pos1, pos4, pos7, win4, winner_player4);  
    Ganador_AUX f5(pos2, pos5, pos8, win5, winner_player5);  
    Ganador_AUX f6(pos3, pos6, pos9, win6, winner_player6);  
    Ganador_AUX f7(pos1, pos5, pos9, win7, winner_player7);  
    Ganador_AUX f8(pos3, pos5, pos7, win8, winner_player8);  
    assign winner = (((((((win1 | win2) | win3) | win4) | win5) | win6) | win7) | win8);
    assign winner_player = (((((((winner_player1 | winner_player2) | winner_player3) 
                                    | winner_player4) | winner_player5) | winner_player6) 
                                    | winner_player7) | winner_player8);
endmodule  
module Ganador_AUX(
    input [1:0] pos0,
    input [1:0] pos1, 
    input [1:0] pos2,
    output winner,
    output [1:0] winner_player
);
    wire [1:0] t0, t1, t2;
    wire winner_;
    assign t0[1] = !(pos0[1]^pos1[1]);
    assign t0[0] = !(pos0[0]^pos1[0]);
    assign t1[1] = !(pos2[1]^pos1[1]);
    assign t1[0] = !(pos2[0]^pos1[0]);
    assign t2[1] = t0[1] & t1[1];
    assign t2[0] = t0[0] & t1[0];
    assign winner_ = pos0[1] | pos0[0];
    assign winner = winner_ & t2[1] & t2[0];
    assign winner_player[1] = winner & pos0[1];
    assign winner_player[0] = winner & pos0[0];
endmodule  
module Detector_de_espacio (
    input [1:0] pos1,
    input [1:0] pos2,
    input [1:0] pos3,
    input [1:0] pos4,
    input [1:0] pos5,
    input [1:0] pos6,
    input [1:0] pos7,
    input [1:0] pos8,
    input [1:0] pos9,
    output wire sin_espacio,
    output wire draw
);
wire pos1_space;
wire pos2_space;
wire pos3_space;
wire pos4_space;
wire pos5_space; 
wire pos6_space;
wire pos7_space;
wire pos8_space;
wire pos9_space;
assign pos1_space = pos1[1] | pos1[0];
assign pos2_space = pos2[1] | pos2[0];
assign pos3_space = pos3[1] | pos3[0];
assign pos4_space = pos4[1] | pos4[0];
assign pos5_space = pos5[1] | pos5[0];
assign pos6_space = pos6[1] | pos6[0];
assign pos7_space = pos7[1] | pos7[0];
assign pos8_space = pos8[1] | pos8[0];
assign pos9_space = pos9[1] | pos9[0];
assign sin_espacio = ((((((((pos1_space & pos2_space) & pos3_space) & pos4_space) 
                            & pos5_space) & pos6_space) & pos7_space) & pos8_space) & pos9_space);
assign draw = sin_espacio;
endmodule
module Movimiento_ilegal(
    input [1:0] pos1,
    input [1:0] pos2,
    input [1:0] pos3,
    input [1:0] pos4,
    input [1:0] pos5,
    input [1:0] pos6,
    input [1:0] pos7,
    input [1:0] pos8,
    input [1:0] pos9,
    input [8:0] player1_p,
    input [8:0] player2_p,
    output wire illegal_move
);
    wire p1_mi1;
    wire p1_mi2;
    wire p1_mi3;
    wire p1_mi4;
    wire p1_mi5;
    wire p1_mi6;
    wire p1_mi7;
    wire p1_mi8;
    wire p1_mi9;
    wire p2_mi1;
    wire p2_mi2;
    wire p2_mi3;
    wire p2_mi4;
    wire p2_mi5;
    wire p2_mi6;
    wire p2_mi7;
    wire p2_mi8;
    wire p2_mi9;
    wire p1_mit;
    wire p2_mit;
    assign p1_mi1 = (pos1[1] | pos1[0]) & player1_p[0];
    assign p1_mi2 = (pos2[1] | pos2[0]) & player1_p[1];
    assign p1_mi3 = (pos3[1] | pos3[0]) & player1_p[2];
    assign p1_mi4 = (pos4[1] | pos4[0]) & player1_p[3];
    assign p1_mi5 = (pos5[1] | pos5[0]) & player1_p[4];
    assign p1_mi6 = (pos6[1] | pos6[0]) & player1_p[5];
    assign p1_mi7 = (pos7[1] | pos7[0]) & player1_p[6];
    assign p1_mi8 = (pos8[1] | pos8[0]) & player1_p[7];
    assign p1_mi9 = (pos9[1] | pos9[0]) & player1_p[8];
    assign p2_mi1 = (pos1[1] | pos1[0]) & player2_p[0];
    assign p2_mi2 = (pos2[1] | pos2[0]) & player2_p[1];
    assign p2_mi3 = (pos3[1] | pos3[0]) & player2_p[2];
    assign p2_mi4 = (pos4[1] | pos4[0]) & player2_p[3];
    assign p2_mi5 = (pos5[1] | pos5[0]) & player2_p[4];
    assign p2_mi6 = (pos6[1] | pos6[0]) & player2_p[5];
    assign p2_mi7 = (pos7[1] | pos7[0]) & player2_p[6];
    assign p2_mi8 = (pos8[1] | pos8[0]) & player2_p[7];
    assign p2_mi9 = (pos9[1] | pos9[0]) & player2_p[8];
    assign p1_mit = ((((((((p1_mi1 | p1_mi2 ) | p1_mi3) | p1_mi4) | p1_mi5) | p1_mi6) | p1_mi7) | p1_mi8) | p1_mi9); 
    assign p2_mit = ((((((((p2_mi1 | p2_mi2 ) | p2_mi3) | p2_mi4) | p2_mi5) | p2_mi6) | p2_mi7) | p2_mi8) | p2_mi9);
    assign illegal_move = p1_mit | p2_mit;
endmodule  
### /design/flow/run.sh
#!/bin/bash
# OpenROAD 26Q1-2900-gdf79404cd8, Yosys 0.63+post, stock flow scripts
make -C /OpenROAD-flow-scripts/flow DESIGN_CONFIG=/design/flow/config.mk WORK_HOME=/design/flow/orfs finish
### /design/flow/config.mk
export PLATFORM = sky130hd
export DESIGN_NAME = TicTacToe
export DESIGN_NICKNAME = TicTacToe
export VERILOG_FILES = /design/flow/design.v
export SDC_FILE = /design/flow/constraint.sdc
export NUM_CORES = 4
export LEC_CHECK = 1
export CORE_UTILIZATION = 30
### /design/flow/constraint.sdc
current_design TicTacToe

set clk_period 3.4
set clk_io_pct 0.2

create_clock -name clk0 -period $clk_period [get_ports {clk}]

set non_clock_inputs [all_inputs -no_clocks]
set_input_delay [expr $clk_period * $clk_io_pct] -clock clk0 $non_clock_inputs
set_output_delay [expr $clk_period * $clk_io_pct] -clock clk0 [all_outputs]
==> results.toml <==
# implementation run metrics
[place]
gp_congestion = 0.8641
dp_hpwl_um = 3959
port-buffer-count = 42
dpl-instance-area_um2 = 2260

[grt]
grt_max_degree = 21
overflow = 0
grt_pass1_wl_um = 8397
grtUsageTotal_pct = 17.81
grt_pass1_vias = 1645
antenna_found_initial = 0

[synth]
ff_type = "dfrtp_1"
logic_family = "simple AND/OR/NAND/NOR gates"
mux_share_pct = 0
syn_avg_cell_area_um2 = 8.162
yosysWarnings = 3
adder_share_pct = 0
simple_gate_share_pct = 42.26
yosys.area.top_type = "dfrtp_1"
top_cell_area_share_pct = 28.65
ys_sh_aoi_pct = 22.56
ys_chip_area_um2 = 1747
synth_cell_types = 52
synth_cells = 214
synth-seq-cells = 23
ys_cells = 214
synthTopCellsByArea = "dfrtp_1 (29%), nor2_1 (4.3%), nand3_1 (4.0%)"
enable_flop_cells = 0
async_flop_share_pct = 86.96
synth.cell_area_um2 = 1747
synthXorXnorAreaFrac_pct = 0

[sta]
worstMarginPinSlew_ns = 0.7690
clock.fmax_mhz = 311.5
drv_slew = 0
period_used_pct = 94.41
rsz0062_at_grt = "no"
hold_viol = 0
max-slew-margin-rel_pct = 48.68
finalClockSkew_ns = 0.005836
unclocked_pins = 3
untimed_endpoints = 3
finalCriticalPeriod_ns = 3.210
setup-violations-final = 0

[power_and_ir_drop]
leakagePower_uw = 0.0009777
p_per_area_nw_per_um2 = 206.7
peakVddDrop_mv = 0.1276

[clocking]
clk_path_buf_depth = 2
numCtsBuffers = 3
clock_latency_ns = 0.26
clk_pin_slew_ns = 0.07
cts_root_buf = "clkbuf_8"
cts_setup_buffers = 0
hold_buffers = 0
htree_num_levels = 1
cts_tree = "done"

[final_layout]
final_cell_mix = "clkdlybuf4s50_1 (42), dfrtp_1 (20), nor2_1 (19)"
final_util_pct = 41.50
lay_top_count = "clkdlybuf4s50_1"
layout-drive-gt1-share_pct = 7.422
fin_area_um2 = 2313
area_growth_pct = 32.45

[drt]
ant_nets = 0
routedWlPerCell_um = 15.59
via_per_inst = 5.713
vias = 1874
drt-total-wl_um = 5113
drc = 0
drt_pass1_iterations = 4
antenna_cells = 0
drt_iter0_drc = 124

[setup_path]
crit_type = "in -> reg"
start_kind = "input pin"
end_kind = "flop"
cp.required_ns = 3.56
cp_max_fo = 6
cp_data_arrival_time_ns = 3.37

[outcome]
outcome = "completed"

[die]
core_area_um2 = 5574
die_area_um2 = 6132
ioPinCount = 43
die_h_um = 78.31
die_x_um = 78.31
num_rows = 27
fp_util_pct = 31.34

[flow_run]
maxCapViolCount = 0
warnings = 25

[hold_path]
hold_class = "reg -> reg"
-- synth_stat cells, types with 6 or more instances --
| cell | n |
|---|---|
| a21oi_1 | 12 |
| nand2_1 | 13 |
| or3_1 | 11 |
| dfrtp_1 | 20 |
| clkbuf_1 | 9 |
| and3_1 | 6 |
| nor2_1 | 20 |
| o21bai_1 | 8 |
| nor3_1 | 7 |
| nand4_1 | 8 |
| nand2b_1 | 6 |
| o21ai_0 | 6 |
| nand3_1 | 14 |
-- power breakdown --
| part | switching (uW) | total [uW] | internal (uW) | leakage, uW |
|---|---|---|---|---|
| registers | 8.75 | 252 | 243 | 0.000290 |
| clock network | 74.6 | 154 | 78.9 | 0.0000216 |
| logic | 31.6 | 73.1 | 41.4 | 0.000666 |
-- sequential cells by signal (all words and copies together), names as in the netlist --
| name | cells |
|---|---|
| maquina_estado.curr_state | 2 |
| maquina_estado.next_state | 2 |
| registro_pos.pos1 | 2 |
| registro_pos.pos2 | 2 |
| registro_pos.pos3 | 2 |
| registro_pos.pos4 | 2 |
| registro_pos.pos5 | 2 |
| registro_pos.pos6 | 2 |
| registro_pos.pos7 | 2 |
| registro_pos.pos8 | 2 |
| registro_pos.pos9 | 2 |
| maquina_estado.player2_turn | 1 |
-- through the flow --
| step | std cells | hold WS, ns | TNS (ns) | setup slack (ns) | power, uW |
|---|---|---|---|---|---|
| final | 328 | 0.6010 | 0 | 0.1901 | 478.2 |
| after floorplan | 216 | 0.5060 | 0 | 0.4831 | 281.1 |
| after global routing | 328 | 0.6297 | 0 | 0.03253 | 502.9 |
| after detailed placement | 325 | 0.5881 | -0.1638 | -0.1638 | 328.8 |
| after global placement | 325 | 0.5845 | -0.1248 | -0.1248 | 327.9 |
| after CTS | 328 | 0.6057 | 0 | 0.1015 | 480.4 |
-- final cells by class --
cell class / count / area, um2
Clock buffer: 3 / 41.29
Tap cell: 72 / 90.09
Inverter: 4 / 15.01
Timing Repair Buffer: 48 / 465.4
Fill cell: 576 / 3261
Multi-Input combinational cell: 178 / 1156
Sequential cell: 23 / 545.5
-- final timing paths --
check	startpoint	endpoint	slack, ns	depth (start not counted)
worst max register to register	maquina_estado.curr_state[0]	maquina_estado.curr_state[1]	0.49	12
max in group asynchronous	reset	registro_pos.pos4[1]	2.00	2
worst min-delay path	registro_pos.pos8[1]	registro_pos.pos8[1]	0.60	1
worst min register to register	registro_pos.pos8[1]	registro_pos.pos8[1]	0.60	1
min in group asynchronous	reset	maquina_estado.curr_state[0]	0.91	2
worst max-delay path	player2	maquina_estado.curr_state[1]	0.19	13
-- what timing repair did --
| item | in CTS | in global routing |
|---|---|---|
| gates resized | 0 | 3 |
| endpoints found under the setup margin | 0 | 2 |
| endpoints found under the hold margin | 0 | 0 |
-- layer usage --
metal	global-route usage (%)	up-vias	part of all wire [%]
met5	0	-	0
met4	2.593	0	2.2
met3	2.715	11	6.1
met2	27.28	74	44
met1	27.56	870	47
li1	-	919	-
-- critical path, cell delays in order --
cell and delay, ns:
clkdlybuf4s50_1 0.45, nand2b_1 0.08, nor2_2 0.17, dlxtn_1 0.40, nor4b_1 0.35, nand4b_1 0.22, a21oi_1 0.22, nor3_1 0.09
buf_4 0.15, nand3_1 0.09, buf_4 0.15, o21ai_0 0.07, dlxtn_1 0.24
-- logic make-up after synthesis --
logic type | Yosys count
other cells | 1
buf+inv | 15
compound gates | 56
flops | 20
simple gates | 119
latches | 3
Power is estimated from default activity; no workload was simulated.
