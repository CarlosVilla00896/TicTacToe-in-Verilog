==> /design/flow/run.sh <==
#!/bin/bash
# OpenROAD 26Q1-2900-gdf79404cd8, Yosys 0.63+post, stock flow scripts
make -C /OpenROAD-flow-scripts/flow DESIGN_CONFIG=/design/flow/config.mk WORK_HOME=/design/flow/orfs finish
==> /design/flow/config.mk <==
export PLATFORM = sky130hd
export DESIGN_NAME = FSM_CONTROLLER
export DESIGN_NICKNAME = FSM_CONTROLLER
export VERILOG_FILES = /design/flow/design.v
export SDC_FILE = /design/flow/constraint.sdc
export NUM_CORES = 4
export LEC_CHECK = 1
export CORE_AREA = 10 10 70 70
export DIE_AREA = 0 0 80 80
==> /design/flow/constraint.sdc <==
current_design FSM_CONTROLLER

set clk_period 1.0
set clk_io_pct 0.2

create_clock -name clk0 -period $clk_period [get_ports {clk}]

set non_clock_inputs [all_inputs -no_clocks]
set_input_delay [expr $clk_period * $clk_io_pct] -clock clk0 $non_clock_inputs
set_output_delay [expr $clk_period * $clk_io_pct] -clock clk0 [all_outputs]
==> /design/flow/design.v <==
module FSM_CONTROLLER(
    input reset,    
    input clk,
    input player1,
    input player2,
    input illegal_move,
    input no_space,   
    input winner,
    output reg player1_turn,
    output reg player2_turn
    );  
    reg [1:0] curr_state;
    reg [1:0] next_state;
    always @ (posedge clk) 
    begin
        if(reset)
            curr_state <=2'b00;
        else
            curr_state<=next_state;
    end
    always @(*) 
    begin
        case (curr_state)
            2'b00: 
            begin
                if((reset == 0) && player1 == 1)
                    next_state = 2'b01;
                else
                    next_state = curr_state;
                    player1_turn = 2'b00;
                    player2_turn = 2'b00;
            end
            2'b01: 
            begin
                player1_turn = 1'b1;
                player2_turn = 1'b0;
                if(illegal_move)
                    next_state = 2'b00;
                else 
                    next_state = 2'b10;
            end
            2'b10:
            begin
                player1_turn = 1'b0;
                player2_turn = 1'b1;
                if(player2 == 0)
                begin
                    next_state = curr_state;
                end
                else if((winner == 0) && no_space == 0)
                begin
                    next_state = 2'b00;
                end
                else if((winner == 1) || (no_space ==1))
                begin
                    next_state = 2'b11;
                end
            end
            2'b11:
            begin
                player1_turn = 0;
                player2_turn = 0;
                if(reset)
                    next_state = 2'b00;
                else
                    next_state = curr_state;
            end
            default: next_state = curr_state;
        endcase    
    end
endmodule
==> results.cfg <==
; implementation run metrics
[setup_path]
reg2reg_from = curr_state[0]
cp.required_ps = 800
crit_path_end_kind = output port
worstSetupStartpoint = curr_state[0]
critPathKind = register to output port
critPathMaxFanout = 2
cp.arrival_ps = 850
startpoint_type = register

[global_route]
grt_start_max_net_pins = 5
first_global_vias = 185
antenna_found_initial = 0
grt.overflow.total = 0
grt_first_pass_wirelength_um = 883
grt_use_total_pct = 1.81

[finish]
finalNonFillerCells = 71
top_regs = curr_state: 2 flops
top_register = curr_state
largest_reg_flops = 2
design_area_um2 = 322
drive_gt1_share_pct = 60.0
area_growth_pct = 210

[pwr]
vdd_drop_max_uv = 145
p_leak_nw = 0.109
power-per-cell-area_nw_per_um2 = 1100

[placed_design]
dpl_cell_area_um2 = 249
dp.cells = 66
place_congestion = 0.628
io_buffers = 8

[clock_tree]
cts_tree = done
cts_max_level = 1
clk_latency_ps = 230
cts_root_buf = clkbuf_4
numCtsBuffers = 3
cts_max_path_buffers = 2
clk_pin_slew_worst_paths_ps = 30
cts_sinks = 2

[final_timing]
tightest_slew_ps = 245
rsz0062_at_grt = yes
slew_headroom_pct = 83.6
clock.fmax_mhz = 955
worst_slack_ps = -47.6
fin_crit_ps = 1050
finalMaxSlewViolations = 0
setup_viol = 2
hold_violations = 0
skew_ps = 1.05
finalCritPeriodShare_pct = 105

[logic_synthesis]
syn-instance-count = 11
syn_area_um2 = 104
top_area_share_pct = 38.6
ys_seq_share_pct = 38.6
topCellsByArea = dfxtp_1 (39%), a2111oi_2 (14%), nor2b_1 (12%)
top_area_cell = dfxtp_1
yosysUniqueCellTypes = 9
edf_count = 0
syn_avg_cell_area_um2 = 9.44
yosys-top-cells-count = dfxtp_1 (2), nor2b_1 (2)
synth_warnings = 1
synth_async_sr_flop_share_pct = 0
synth-area-yosys_um2 = 104
yosys-stat-cells = 11
synth_flops = 2
ys.flop_type = dfxtp_1

[route]
num_vias = 154
first_iter_violations = 0
drc_errors = 0
wl_per_cell_um = 7.55
firstDrtPassIters = 1
antennaDiodeCount = 0
ant_nets = 0
viasPerCell = 2.17
drt-total-wl_um = 536

[worst_hold_path]
hp-start = curr_state[1]
hold_path_class = register to register

[run_status]
outcome = complete, but fails checks
violations = setup timing

[floorplanning]
pin_count = 9
die_x_um = 80
fp_util_pct = 3.04
core_um2 = 3420
die_y_um = 80
rows = 21
chip_area_um2 = 6400

[job]
tool_warnings = 27
maxCapViolCount = 0
[report_power, final]
part	leakage, nW	switching (mW)	internal [mW]
logic	0.0781	0.0282	0.0536
registers	0.0175	0.00492	0.0850
clock network	0.0138	0.0492	0.133
total	0.109	0.0824	0.271
[kinds of logic (layout without fill, tap and decap cells)]
family	count (synthesis)	count (layout)	synth area share, %
flip-flops	2	2	38.6
AND/OR/NAND/NOR	5	5	30.1
buffers and inverters	1	15	3.61
AND-OR/OR-AND	3	3	27.7
[path summary, 6_finish.rpt]
| path | end | slack, ps | cells after the start |
|---|---|---|---|
| worst max register to register | curr_state[0] | -20 | 4 |
| worst min-delay path | curr_state[0] | 570 | 2 |
| worst max-delay path | player2_turn | -50 | 3 |
| worst min register to register | curr_state[0] | 570 | 2 |
[area by class of cell]
type                            count  area [um2]
Fill cell                         406        3090
Timing Repair Buffer               11        96.3
Clock buffer                        3        22.5
Sequential cell                     2        45.0
Inverter                            1        3.75
Tap cell                           46        57.6
Multi-Input combinational cell      8        96.3
[metrics by stage]
step | worst slack [ps] | hold WS [ps] | utilization (%) | total power [mW] | setup TNS [ps]
final | -47.6 | 569 | 9.41 | 0.354 | -66.3
after global routing | -92.6 | 580 | 9.41 | 0.391 | -252
after CTS | -64.8 | 554 | 9.01 | 0.358 | -96.8
after detailed placement | -256 | 531 | 7.29 | 0.151 | -840
after global placement | -254 | 512 | 7.29 | 0.150 | -773
after floorplan | 179 | 269 | - | 0.106 | 0
[critical path, stage by stage, from the launching register on]
cell     delay, ps
dfxtp_2        310
buf_6          110
nor2b_4        100
buf_2          100
[layout by cell type (no fill, tap or decap), drive strengths merged]
master / Yosys / routed
a2111oi: 1 / 1
a221oi: 1 / 1
buf: 0 / 5
clkbuf: 0 / 3
clkdlybuf4s50: 0 / 6
dfxtp: 2 / 2
inv: 1 / 1
nand2b: 1 / 1
nor2: 1 / 1
nor2b: 2 / 2
nor4b: 1 / 1
o21ai: 1 / 1
[routing by layer]
metal | vias to the layer above | track usage, % | share of wire (%)
met5 | - | 0 | 0
met4 | 0 | 0.704 | 4.1
met3 | 3 | 1.70 | 14
met2 | 8 | 2.65 | 46
met1 | 74 | 1.73 | 36
li1 | 69 | - | -
[repair_timing]
action,4_1_cts,5_1_grt
pin swaps,1,1
endpoints found under the setup margin,3,4
resized,16,1
setup buffers,1,1
hold buffers,0,0
No activity file was given, so power comes from the tool's default toggle rates.
